--- /design/flow/run.sh ---
#!/bin/bash
# OpenROAD 26Q1-2900-gdf79404cd8, Yosys 0.63+post, stock flow scripts
make -C /OpenROAD-flow-scripts/flow DESIGN_CONFIG=/design/flow/config.mk WORK_HOME=/design/flow/orfs finish
--- /design/flow/config.mk ---
export PLATFORM = sky130hd
export DESIGN_NAME = fir_serial_wrapper
export DESIGN_NICKNAME = fir_serial_wrapper
export VERILOG_FILES = /design/flow/design.v
export SDC_FILE = /design/flow/constraint.sdc
export NUM_CORES = 4
export LEC_CHECK = 1
export CORE_UTILIZATION = 40
--- /design/flow/constraint.sdc ---
current_design fir_serial_wrapper

set clk_period 9.7
set clk_io_pct 0.2

create_clock -name clk0 -period $clk_period [get_ports {clk}]

set non_clock_inputs [all_inputs -no_clocks]
set_input_delay [expr $clk_period * $clk_io_pct] -clock clk0 $non_clock_inputs
set_output_delay [expr $clk_period * $clk_io_pct] -clock clk0 [all_outputs]
--- /design/flow/design.v ---
`timescale 1ns / 1ps
module csm (
    input wire clk,
    input wire rst,
    input wire signed [15:0] x_in,
    input wire signed [16:0] coeff,
    output reg signed [31:0] y_out
);
    wire [15:0] abs_coeff = coeff[15:0];
    wire sign = coeff[16];
    wire signed [16:0] x = x_in;
    wire signed [16:0] x_s1 = x >>> 1;
    wire signed [16:0] x_s2 = x >>> 2;
    wire signed [16:0] bcs[0:7];
    assign bcs[0] = 0;
    assign bcs[1] = x_s2;
    assign bcs[2] = x_s1;
    assign bcs[3] = x_s1 + x_s2;
    assign bcs[4] = x;
    assign bcs[5] = x + x_s2;
    assign bcs[6] = x + x_s1;
    assign bcs[7] = x + x_s1 + x_s2;
    wire [2:0] sel[0:4];
    assign sel[0] = abs_coeff[15:13];
    assign sel[1] = abs_coeff[12:10];
    assign sel[2] = abs_coeff[9:7];
    assign sel[3] = abs_coeff[6:4];
    assign sel[4] = abs_coeff[3:1];
    wire sel6 = abs_coeff[0];
    reg signed [16:0] r[0:5];
    reg sign_s1;
    always @(posedge clk or posedge rst) begin
        if (rst) begin
            r[0] <= 0; r[1] <= 0; r[2] <= 0;
            r[3] <= 0; r[4] <= 0; r[5] <= 0;
            sign_s1 <= 0;
        end else begin
            r[0] <= bcs[sel[0]];
            r[1] <= bcs[sel[1]];
            r[2] <= bcs[sel[2]];
            r[3] <= bcs[sel[3]];
            r[4] <= bcs[sel[4]];
            r[5] <= sel6 ? bcs[4] : 0;
            sign_s1 <= sign;
        end
    end
    reg signed [31:0] sr[0:5];
    reg sign_s2;
    always @(posedge clk or posedge rst) begin
        if (rst) begin
            sr[0] <= 0; sr[1] <= 0; sr[2] <= 0;
            sr[3] <= 0; sr[4] <= 0; sr[5] <= 0;
            sign_s2 <= 0;
        end else begin
            sr[0] <= r[0] >>> 1;
            sr[1] <= r[1] >>> 4;
            sr[2] <= r[2] >>> 7;
            sr[3] <= r[3] >>> 10;
            sr[4] <= r[4] >>> 13;
            sr[5] <= r[5] >>> 16;
            sign_s2 <= sign_s1;
        end
    end
    wire signed [31:0] sum = sr[0] + sr[1] + sr[2] + sr[3] + sr[4] + sr[5];
    always @(posedge clk or posedge rst) begin
        if (rst)
            y_out <= 0;
        else
            y_out <= sign_s2 ? -sum : sum;
    end
endmodule
`timescale 1ns /1ps
module fir_csm #(
    parameter N = 4
)(
    input wire clk,
    input wire rst,
    input wire data_valid,
    input wire signed [15:0] x_in,
    output reg signed [31:0] y_out
);
     function automatic signed [16:0] get_coeff(input integer index);
    case (index)
        0: get_coeff = 17'b0_0100000000000000;
        1: get_coeff = 17'b0_0100000000000000;
        2: get_coeff = 17'b0_0100000000000000;
        3: get_coeff = 17'b0_0100000000000000;
        default: get_coeff = 17'sd0;
    endcase
endfunction
    reg signed [15:0] shift_reg[0:N-1];
 wire signed [15:0] gated_input [N-1:0];
generate
    for (genvar i = 0; i < N; i=i+1) begin : input_gate
        assign gated_input[i] = data_valid ? shift_reg[i] : 16'sd0;
    end
endgenerate
wire signed [31:0] tap_outputs [N-1:0];
generate
    for (genvar i = 0; i < N; i=i+1) begin : taps
    csm tap_inst (
        .clk(clk),
        .rst(rst),
        .x_in(gated_input[i]),
        .coeff(get_coeff(i)),
        .y_out(tap_outputs[i])
    );
end
endgenerate
    integer j;
    always @(posedge clk or posedge rst) begin
        if (rst) begin
            for (j = 0; j < N; j = j + 1)
                shift_reg[j] <= 0;
        end else if (data_valid) begin
            shift_reg[0] <= x_in;
            for (j = 1; j < N; j = j + 1)
                shift_reg[j] <= shift_reg[j-1];
        end
    end
    reg [2:0] valid_pipe = 0;
    always @(posedge clk or posedge rst)
        if (rst) valid_pipe <= 0;
        else valid_pipe <= {valid_pipe[1:0], data_valid};
    integer k;
    reg signed [31:0] sum;
    always @(posedge clk or posedge rst) begin
        if (rst)
            y_out <= 0;
        else if (valid_pipe[2]) begin
            sum = 0;
            for (k = 0; k < N; k = k + 1)
                sum = sum + tap_outputs[k];
            y_out <= sum;
        end
    end
endmodule
`timescale 1ns /1ps
module fir_serial_wrapper #(
    parameter N = 4
)(
    input wire clk,
    input wire rst,
    input wire serial_in,
    output reg serial_out,
    output reg data_valid
);
    reg [15:0] input_shift_reg = 0;
    reg [4:0] input_bit_count = 0;
    reg [31:0] output_shift_reg = 0;
    reg [5:0] output_bit_count = 0;
    reg load_sample = 0;
    reg signed [15:0] parallel_input = 0;
    wire signed [31:0] parallel_output;
    fir_csm #(N) fir_inst (
        .clk(clk),
        .rst(rst),
        .data_valid(load_sample),
        .x_in(parallel_input),
        .y_out(parallel_output)
    );
    always @(posedge clk or posedge rst) begin
        if (rst) begin
            input_shift_reg <= 0;
            input_bit_count <= 0;
            load_sample <= 0;
            parallel_input <= 0;
        end else begin
            load_sample <= 0;
            input_shift_reg <= {input_shift_reg[14:0], serial_in};
            input_bit_count <= input_bit_count + 1;
            if (input_bit_count == 15) begin
                parallel_input <= {input_shift_reg[14:0], serial_in};
                load_sample <= 1;
                input_bit_count <= 0;
            end
        end
    end
    always @(posedge clk or posedge rst) begin
        if (rst) begin
            output_shift_reg <= 0;
            output_bit_count <= 0;
            serial_out <= 0;
            data_valid <= 0;
        end else begin
            data_valid <= 0;
            if (load_sample) begin
                output_shift_reg <= parallel_output;
                output_bit_count <= 0;
                data_valid <= 1;
            end else if (output_bit_count < 32) begin
                serial_out <= output_shift_reg[31];
                output_shift_reg <= {output_shift_reg[30:0], 1'b0};
                output_bit_count <= output_bit_count + 1;
            end else begin
                serial_out <= 0;
            end
        end
    end
endmodule
==> summary.txt <==
The flow completed. The path class of the tightest hold or removal check is register to register. Number of buffers inserted during clock tree synthesis landed at 36. Average cell area after synthesis landed at 14.40 µm². Per the layout area report, the combinational gate area comes to 3870 µm². Counting both buffers and inverters, the worst setup path holds a total of 2. By instance count after routing, the leading logic cell types are sky130_fd_sc_hd__dfrtp_1, sky130_fd_sc_hd__mux2_2, sky130_fd_sc_hd__and2_1, sky130_fd_sc_hd__nand2_1, sky130_fd_sc_hd__o21ai_0. Minimum clock period after layout landed at 4.726 ns. Measured along the y axis, the die boundary spans 178.2 µm. Post-synthesis chip area from yosys landed at 12,420 µm². The detailed router finished its first iteration with 263 violations. The synthesized design contains 0 enable-type register cells. Signal arrival time at the worst endpoint landed at 5.16 ns. Buffers inserted to repair hold after CTS numbered 0. Register bit count reported by yosys landed at 334. In this run, post-CTS repair resized a total of 0 instances. Worst setup slack after layout landed at 4.974 ns. DRC violations left landed at 0. Setup repair after global routing left no endpoint under its margin. Count of warnings emitted by yosys landed at 7. Pins over their slew limit in the final report were tallied at 0.

For this run, asynchronously set or reset flops after synthesis account for 100.0%. 5 I/O pins were placed. Number of vias in the routed layout landed at 6,121.

In this run the cell area of the synthesized design comes to 12,420 µm². The number of antenna violations at the first check in global routing was 0. Chip width landed at 178.2 µm.

Checking max transition, the worst relative margin is 49.89%. The global route stage reports its total congestion overflow as 0. As logged by OpenROAD, the buffers inserted on ports number 4. Worst clock skew on the final layout landed at 0.01091 ns.

Before antenna repair, the detailed router went through 4 iterations. Per the OpenROAD floorplan log, the area of the die is 31,750 µm². The first global-routing pass estimated 29.73 mm of wire. The critical path endpoint has a required time of 10.13 ns. For this design, the slowest cell found on the critical path is sky130_fd_sc_hd__fa_1. In the setup report, the worst path falls into the class register to register.

Post-route standard cell area excluding fillers landed at 14,140 µm². In the finished design, the share of the clock period the worst path needs comes to 48.72%. For reference, the critical path cell chain is inv_1 -> fa_1 -> inv_1 -> ha_1 -> fa_1 -> a21oi_1 -> o21ai_0 -> o21ai_0 -> nor2b_1 -> xnor2_1 -> ha_1 -> nand2_1 -> nor2_1 -> a211oi_2 -> a211oi_2 -> or3_1 -> a21oi_1 -> fa_1 -> mux2i_1.

In the routed layout, each cell is associated on average with a via count of 4.676. Setup slack at placement landed at 5.055 ns. According to the floorplan report, the placeable core area is 30,590 µm².

The detailed router reported a total wirelength of 16.99 mm. Highest clock frequency the design can meet landed at 211.6 MHz. The floorplan has 64 rows. Counting every sink on the clock net gives 334. The flow reported a cell area power density of 200.5 nW/µm². The detail route stage leaves a number of antenna-violating nets equal to 0. Tally of OpenROAD warnings landed at 28. Via count of the first global-routing pass landed at 6,013.

Max-cap violations in this run came to 0. Leakage power total landed at 6.923 nW. The netlist uses 46 different library cells.

After its last routability iteration, the placer logged a weighted congestion of 0.8419. The flow ran to the end, and the final reports show no timing, DRC or antenna violations. Initial core utilization landed at 40.59%. The later pin in the worst-skew pair is clocked with a latency of 0.52 ns.

The layout report lists the combined flip-flop and latch area as 8363 µm². For the pin with the worst max-slew slack, the measured transition is 0.7516 ns. Fill cells in the final layout number 2,657. Worst vdd rail ir drop landed at 0.1041 mV. Looking at the post-CTS report, the setup buffer insertion count equals 0.

Per the final layout report, the fraction of cells sized above drive strength 1 comes to 17.42%. Per the detail_route report, inserted antenna diodes total 0. Entering global routing, the biggest net connects 127 pins. The worst setup path is captured at a register. Among all stages on the critical path, the maximum delay recorded is 0.52 ns. Clock-pin slew was measured on the worst setup and hold paths at 0.06 ns. Final sum of negative setup slack landed at 0 ns. Biggest fanout along the worst timing path landed at 6. Maximum level of the CTS H-tree landed at 2. Looking at the clock tree report, the root buffer type is sky130_fd_sc_hd__clkbuf_16. The placed instances occupy a cell area of 12,930 µm².

The synthesis report names the predominant flop master as sky130_fd_sc_hd__dfrtp_1. TritonCTS built the clock tree. After synthesis, flip-flops and latches occupy 67.31% of the total area. Counting only logic cells after layout, the most numerous master is sky130_fd_sc_hd__dfrtp_1. From the final report, the count of setup violators was given as 0.

The worst setup path is launched from a register. Post-route worst hold slack landed at 0.3425 ns. Detailed placement finished with a half-perimeter wire length of 10.14 mm. Counting endpoints that fail hold in the final report gives 0. The cell that appears most often on the critical path is sky130_fd_sc_hd__fa_1. Total global-route track usage over all layers is 11.89%. From synthesis to final layout, the design area changed by 13.91%. After technology mapping, the gate count stands at 862. Deepest clock path buffer count landed at 3. The number of cells reported by Yosys stat comes to 862. Per STA, the worst path accumulates the most delay in the family adder cells. Detailed-route wire length per cell landed at 12.98 µm.
[final timing paths]
check	depth (start not counted)	slack, ns	to	start
worst min register to register	0	0.34	fir_inst.taps[2].tap_inst.sr[0][13]	fir_inst.taps[2].tap_inst.r[0][14]
worst min-delay path	0	0.34	fir_inst.taps[2].tap_inst.sr[0][13]	fir_inst.taps[2].tap_inst.r[0][14]
worst max register to register	19	4.97	fir_inst.y_out[15]	fir_inst.taps[2].tap_inst.y_out[1]
min in group asynchronous	3	1.96	output_shift_reg[17]	rst
worst max-delay path	19	4.97	fir_inst.y_out[15]	fir_inst.taps[2].tap_inst.y_out[1]
max in group asynchronous	5	6.01	fir_inst.taps[3].tap_inst.sr[0][2]	rst
[cells in the mapped netlist, types with 11 or more instances]
master,number,area share (%)
sky130_fd_sc_hd__a21oi_1,23,0.93
sky130_fd_sc_hd__fa_1,17,2.7
sky130_fd_sc_hd__nor3_1,12,0.48
sky130_fd_sc_hd__inv_1,20,0.60
sky130_fd_sc_hd__xor2_1,11,0.78
sky130_fd_sc_hd__dfrtp_1,334,67
sky130_fd_sc_hd__ha_1,33,3.3
sky130_fd_sc_hd__and2_1,58,2.9
sky130_fd_sc_hd__nor2_1,36,1.1
sky130_fd_sc_hd__xnor2_1,15,1.1
sky130_fd_sc_hd__clkbuf_1,20,0.60
sky130_fd_sc_hd__o21ai_0,43,1.7
sky130_fd_sc_hd__mux2i_1,33,2.7
sky130_fd_sc_hd__o21a_1,11,0.67
sky130_fd_sc_hd__nand2_1,44,1.3
sky130_fd_sc_hd__mux2_2,80,7.3
[report_power, final]
group	internal (mW)	switching [mW]	leakage, nW
registers	1.42	0.0107	4.45
logic	0.0216	0.0350	1.88
clock network	0.821	0.533	0.592
[per-layer routing]
| layer | up-vias | global-route usage, % | wire length [µm] |
|---|---|---|---|
| li1 | 2987 | - | - |
| met1 | 3010 | 20.22 | 8579 |
| met2 | 87 | 16.67 | 7255 |
| met3 | 37 | 2.216 | 700 |
| met4 | 0 | 2.825 | 451 |
| met5 | - | 0 | 0 |
[area by class of cell]
class | instances | share of cell area [%]
Tap cell | 396 | 3.503
Sequential cell | 334 | 59.13
Inverter | 20 | 0.5573
Clock buffer | 55 | 7.519
Timing Repair Buffer | 14 | 0.9023
Clock inverter | 11 | 1.026
Multi-Input combinational cell | 479 | 27.36
[through the flow]
step | utilization (%) | cells | power (mW)
floorplan | - | 862 | 1.495
global placement | 42.29 | 1243 | 1.509
detailed placement | 42.29 | 1243 | 1.511
CTS | 46.24 | 1309 | 2.883
global route | 46.24 | 1309 | 2.951
finish | 46.24 | 1309 | 2.836
[kinds of logic (layout without fill, tap and decap cells)]
group,Yosys count,after routing,synth area share [%]
DFF,334,334,67.31
adders and majority gates,50,50,6.066
muxes,114,114,10.04
AOI/OAI and AO/OA,115,115,6.217
buffers and inverters,49,100,1.522
and+or+nand+nor,174,174,7.013
xor gates and xnor gates,26,26,1.834
Power and IR drop assume default switching activity.
